==> flow/design.v <==
`timescale 1ns/100ps
module sc_rr_crossbar
(
    input           i_clk,
    input           i_resetb,
    input           i_master_0_req,
    input  [31:0]   i_master_0_addr,
    input           i_master_0_cmd,
    input  [31:0]   i_master_0_wdata,
    output          o_master_0_ack,
    output [31:0]   o_master_0_rdata,
    input           i_master_1_req,
    input  [31:0]   i_master_1_addr,
    input           i_master_1_cmd,
    input  [31:0]   i_master_1_wdata,
    output          o_master_1_ack,
    output [31:0]   o_master_1_rdata,
    output          o_slave_0_req,
    output  [31:0]  o_slave_0_addr,
    output          o_slave_0_cmd,
    output  [31:0]  o_slave_0_wdata,
    input           i_slave_0_ack,
    input   [31:0]  i_slave_0_rdata,
    output          o_slave_1_req,
    output  [31:0]  o_slave_1_addr,
    output          o_slave_1_cmd,
    output  [31:0]  o_slave_1_wdata,
    input           i_slave_1_ack,
    input   [31:0]  i_slave_1_rdata
);
wire w_m0s0_enable;
wire w_m0s1_enable;
wire w_m1s0_enable;
wire w_m1s1_enable;
sc_rr_crossbar_arbiter xi_arbiter
    (
        .i_clk      (i_clk),
        .i_resetb   (i_resetb),
        .i_ms0_addr (i_master_0_addr),
        .i_ms0_req  (i_master_0_req),
        .i_ms1_addr (i_master_1_addr),
        .i_ms1_req  (i_master_1_req),
        .i_sl0_ack  (i_slave_0_ack),
        .i_sl1_ack  (i_slave_1_ack),
        .o_m0s0_en  (w_m0s0_enable),
        .o_m0s1_en  (w_m0s1_enable),
        .o_m1s0_en  (w_m1s0_enable),
        .o_m1s1_en  (w_m1s1_enable),
        .o_m0_wait  (),
        .o_m1_wait  ()
    );
wire w_cross_connect = w_m0s1_enable | w_m1s0_enable;
sc_rr_crossbar_matrix xi_matrix
    (
        .i_cross_connect (w_cross_connect),
		.i_sl_0_connect  (w_m0s0_enable | w_m1s0_enable),
		.i_sl_1_connect  (w_m0s1_enable | w_m1s1_enable),
        .o_req_sl_0      (o_slave_0_req),
        .o_addr_sl_0     (o_slave_0_addr),
        .o_cmd_sl_0      (o_slave_0_cmd),
        .o_wdata_sl_0    (o_slave_0_wdata),
        .i_ack_sl_0      (i_slave_0_ack),
        .i_rdata_sl_0    (i_slave_0_rdata),
        .o_req_sl_1      (o_slave_1_req),
        .o_addr_sl_1     (o_slave_1_addr),
        .o_cmd_sl_1      (o_slave_1_cmd),
        .o_wdata_sl_1    (o_slave_1_wdata),
        .i_ack_sl_1      (i_slave_1_ack),
        .i_rdata_sl_1    (i_slave_1_rdata),
        .i_req_ms_0      (i_master_0_req),
        .i_addr_ms_0     (i_master_0_addr),
        .i_cmd_ms_0      (i_master_0_cmd),
        .i_wdata_ms_0    (i_master_0_wdata),
        .o_ack_ms_0      (o_master_0_ack),
        .o_rdata_ms_0    (o_master_0_rdata),
        .i_req_ms_1      (i_master_1_req),
        .i_addr_ms_1     (i_master_1_addr),
        .i_cmd_ms_1      (i_master_1_cmd),
        .i_wdata_ms_1    (i_master_1_wdata),
        .o_ack_ms_1      (o_master_1_ack),
        .o_rdata_ms_1    (o_master_1_rdata)
    );
endmodule
`timescale 1ns/100ps
module sc_rr_crossbar_arbiter
(
    input           i_clk,
    input           i_resetb,
    input   [31:0]  i_ms0_addr,
    input           i_ms0_req,
    input   [31:0]  i_ms1_addr,
    input           i_ms1_req,
    input           i_sl0_ack,
    input           i_sl1_ack,
    output          o_m0s0_en,
    output          o_m0s1_en,
    output          o_m1s0_en,
    output          o_m1s1_en,
    output          o_m0_wait,
    output          o_m1_wait
);
wire    [1:0]   w_ms_2_sl0_en;
wire    [1:0]   w_ms_2_sl1_en;
reg             r_m0_wait;
reg             r_m1_wait;
sc_rr_crossbar_arbiter_atom 
    xi_sl0_arb_atom
    (
        .i_clk              (i_clk),
        .i_resetb           (i_resetb),
        .i_ms_req           ({i_ms1_req & i_ms1_addr[31] == 1'b0, i_ms0_req & i_ms0_addr[31] == 1'b0}),
        .i_sl_ack           (i_sl0_ack),
        .o_ms_en            (w_ms_2_sl0_en)
    );
sc_rr_crossbar_arbiter_atom 
    xi_sl1_arb_atom
    (
        .i_clk              (i_clk),
        .i_resetb           (i_resetb),
        .i_ms_req           ({i_ms1_req & i_ms1_addr[31] == 1'b1, i_ms0_req & i_ms0_addr[31] == 1'b1}),
        .i_sl_ack           (i_sl1_ack),
        .o_ms_en            (w_ms_2_sl1_en)
    );
always @(posedge i_clk or negedge i_resetb) begin
    if(~i_resetb) begin
        r_m0_wait           <= 1'b0;
        r_m1_wait           <= 1'b0;
    end
    else
    begin
        r_m0_wait <= ~(o_m0s0_en | o_m0s1_en) & i_ms0_req;
        r_m1_wait <= ~(o_m1s0_en | o_m1s1_en) & i_ms1_req;
    end 
end
assign o_m0s0_en = w_ms_2_sl0_en[0];
assign o_m1s0_en = w_ms_2_sl0_en[1];
assign o_m0s1_en = w_ms_2_sl1_en[0];
assign o_m1s1_en = w_ms_2_sl1_en[1];
assign o_m0_wait = r_m0_wait; 
assign o_m1_wait = r_m1_wait; 
endmodule
`timescale 1ns/100ps
module sc_rr_crossbar_arbiter_atom
(
    input           i_clk,
    input           i_resetb,
    input   [1:0]   i_ms_req,
    input           i_sl_ack,
    output  [1:0]   o_ms_en
);
reg [1:0]   r_grant_hist;
always @(posedge i_clk or negedge i_resetb) begin
    if(~i_resetb) begin
        r_grant_hist    <= 2'b01;
    end
    else
    begin
		if(i_ms_req&r_grant_hist == 2'b00)
			r_grant_hist <= o_ms_en;			
	end 
end
assign o_ms_en = &i_ms_req ? ~r_grant_hist : i_ms_req;
endmodule
`timescale 1ns/100ps
module sc_rr_crossbar_matrix
(
    input           i_cross_connect,
	input			i_sl_0_connect,
	input			i_sl_1_connect,
    output          o_req_sl_0,
    output [31:0]   o_addr_sl_0,
    output          o_cmd_sl_0,
    output [31:0]   o_wdata_sl_0,
    input           i_ack_sl_0,
    input  [31:0]   i_rdata_sl_0,
    output          o_req_sl_1,
    output [31:0]   o_addr_sl_1,
    output          o_cmd_sl_1,
    output [31:0]   o_wdata_sl_1,
    input           i_ack_sl_1,
    input  [31:0]   i_rdata_sl_1,
    input           i_req_ms_0,
    input  [31:0]   i_addr_ms_0,
    input           i_cmd_ms_0,
    input  [31:0]   i_wdata_ms_0,
    output          o_ack_ms_0,
    output [31:0]   o_rdata_ms_0,
    input           i_req_ms_1,
    input  [31:0]   i_addr_ms_1,
    input           i_cmd_ms_1,
    input  [31:0]   i_wdata_ms_1,
    output          o_ack_ms_1,
    output [31:0]   o_rdata_ms_1
);
assign  o_req_sl_0   = ~i_cross_connect ? i_req_ms_0 & i_sl_0_connect : i_req_ms_1 & i_sl_0_connect;
assign  o_addr_sl_0  = ~i_cross_connect ? i_addr_ms_0	  : i_addr_ms_1;
assign  o_cmd_sl_0   = ~i_cross_connect ? i_cmd_ms_0 & i_sl_0_connect : i_cmd_ms_1 & i_sl_0_connect;
assign  o_wdata_sl_0 = ~i_cross_connect ? i_wdata_ms_0    : i_wdata_ms_1;
assign  o_req_sl_1   = ~i_cross_connect ? i_req_ms_1 & i_sl_1_connect : i_req_ms_0 & i_sl_1_connect;
assign  o_addr_sl_1  = ~i_cross_connect ? i_addr_ms_1     : i_addr_ms_0;
assign  o_cmd_sl_1   = ~i_cross_connect ? i_cmd_ms_1 & i_sl_1_connect : i_cmd_ms_0 & i_sl_1_connect;
assign  o_wdata_sl_1 = ~i_cross_connect ? i_wdata_ms_1    : i_wdata_ms_0;
assign  o_ack_ms_0   = ~i_cross_connect ? i_ack_sl_0      : i_ack_sl_1;
assign  o_rdata_ms_0 = ~i_cross_connect ? i_rdata_sl_0    : i_rdata_sl_1;
assign  o_ack_ms_1   = ~i_cross_connect ? i_ack_sl_1      : i_ack_sl_0;
assign  o_rdata_ms_1 = ~i_cross_connect ? i_rdata_sl_1    : i_rdata_sl_0;
endmodule
==> flow/run.sh <==
#!/bin/bash
# OpenROAD 26Q1-2900-gdf79404cd8, Yosys 0.63+post, stock flow scripts
make -C /OpenROAD-flow-scripts/flow DESIGN_CONFIG=/design/flow/config.mk WORK_HOME=/design/flow/orfs finish
==> flow/config.mk <==
export PLATFORM = sky130hd
export DESIGN_NAME = sc_rr_crossbar
export DESIGN_NICKNAME = sc_rr_crossbar
export VERILOG_FILES = /design/flow/design.v
export SDC_FILE = /design/flow/constraint.sdc
export NUM_CORES = 4
export LEC_CHECK = 1
export CORE_AREA = 10 10 160 160
export DIE_AREA = 0 0 170 170
==> flow/constraint.sdc <==
current_design sc_rr_crossbar

set clk_period 11.5
set clk_io_pct 0.2

create_clock -name clk0 -period $clk_period [get_ports {i_clk}]

set non_clock_inputs [all_inputs -no_clocks]
set_input_delay [expr $clk_period * $clk_io_pct] -clock clk0 $non_clock_inputs
set_output_delay [expr $clk_period * $clk_io_pct] -clock clk0 [all_outputs]
==> impl_metrics.py <==
# Synthesis and PnR figures
metrics = {
    "detailed_routing": {
        "wl_per_cell_um": 18.2,
        "drc": 0,
        "ant_nets": 0,
        "dr.pass1.iters": 4,
        "drtIter0Drc": 108,
        "routed_wl_um": 16600,
        "antenna-diode-count": 0,
        "vias_per_cell": 3.87,
        "via_count": 3530,
    },
    "synthesis": {
        "synth_cell_types": 25,
        "edf_count": 0,
        "synth-async-reset-ratio_pct": 100,
        "synth_seq_share_pct": 3.05,
        "syn-instance-count": 250,
        "yosysCellCount": 250,
        "syn_area_um2": 3360,
        "flop_cell": "dfstp_2",
        "ys_seq_elements": 4,
        "yosysWarnings": 2,
        "synth-area-yosys_um2": 3360,
        "syn_area_per_cell_um2": 13.4,
    },
    "pwr": {
        "leakagePower_nw": 3.33,
        "power_density_nw_per_um2": 56.2,
        "ir_drop_uv": 47.7,
    },
    "sta": {
        "setup_viol": 0,
        "fin_setup_tns_ns": 0,
        "fin_skew_ns": 0.0000511,
        "setup_ws_ns": 3.92,
        "worstMarginPinSlew_ns": 0.747,
        "period_needed_ns": 7.58,
        "finalHoldViolations": 0,
        "slew_headroom_pct": 50.1,
        "finalMaxSlewViolations": 0,
        "post-route-period-util_pct": 65.9,
        "fmax_ghz": 0.132,
        "rsz0062_at_grt": "false",
    },
    "placed_design": {
        "dp_slack_ns": 3.92,
        "postPlaceCellArea_um2": 7500,
        "portBuffers": 397,
        "dpl.hpwl_um": 14900,
        "finalWeightedCongestion": 0.884,
    },
    "clock_network": {
        "hold_buffers": 0,
        "clk_pin_slew_ns": 0.03,
        "cts_buffers": 3,
        "cts.htree.levels": 1,
        "cts_resized": 0,
        "cts_tree": "yes",
        "insertion_delay_ns": 0.22,
        "root_buffer": "clkbuf_16",
        "cts_max_path_buffers": 2,
        "clock_sinks": 4,
        "post-cts-setup-buffer-count": 0,
    },
    "cells_and_area": {
        "drive_gt1_share_pct": 31.9,
        "lay_top_count": "clkdlybuf4s50_1",
        "multiInputGateArea_um2": 3030,
        "final_cell_mix": "clkdlybuf4s50_1, mux2_4, mux2_2, nand2_1, o21ai_0",
        "areaGrowthSynthToFinish_pct": 125,
        "final_area_um2": 7580,
        "fillCellCount": 2238,
        "regArea_um2": 103,
    },
    "worst_setup_path": {
        "path_common_cell": "clkdlybuf4s50_1",
        "critical-path-max-stage-delay_ns": 0.58,
        "cp_num_buf_inv": 3,
        "path_cells": "clkdlybuf4s50_1 > nor2b_4 > o21a_1 > nor2_4 > buf_12 > mux2_4 > clkdlybuf4s50_1",
        "crit_family": "buffers and inverters",
        "crit_arrival_ns": 5.28,
        "critPathSlowestCell": "nor2_4",
        "cp-end-kind": "output port",
        "required_ns": 9.20,
        "startpoint_type": "primary input",
        "crit_type": "primary input to output port",
        "crit_path_max_fanout": 98,
    },
    "die": {
        "die_h_um": 170,
        "die_w_um": 170,
        "coreArea_um2": 22000,
        "row_count": 54,
        "chipArea_um2": 28900,
        "io_pins": 398,
        "initial_utilization_pct": 15.3,
    },
    "run": {
        "drv_cap": 0,
        "warnings": 25,
    },
    "hold_path": {
        "hold_class": "register to register",
    },
    "global_route": {
        "grt_pass1_vias": 3757,
        "grt_use_total_pct": 10.3,
        "grt_start_max_net_pins": 99,
        "grt_overflow_total": 0,
        "antenna_found_initial": 0,
        "grt_pass1_wl_um": 23200,
    },
    "run_status": {
        "status": "complete, no violations",
    },
}
[cell usage after synthesis (all sizes together), types with 2 or more instances]
cell / number / area [µm²]
a21boi: 3 / 22.5
buf: 21 / 230
dfrtp: 2 / 50.1
dfstp: 2 / 52.6
inv: 2 / 7.51
mux2: 192 / 2840
nand2: 6 / 22.5
nand3: 2 / 10.0
nor2: 2 / 10.0
nor2b: 2 / 20.0
o21a: 3 / 22.5
o21ai: 5 / 25.0
[stage by stage]
| stage | hold slack (ns) | total power, mW | cells | util (%) |
|---|---|---|---|---|
| finish | 0.450 | 0.426 | 911 | 34.5 |
| global route | 0.474 | 0.451 | 911 | 34.5 |
| CTS | 0.453 | 0.433 | 911 | 34.5 |
| detailed placement | 0.443 | 0.377 | 908 | 34.2 |
| global placement | 0.437 | 0.378 | 908 | 34.2 |
| floorplan | 0.417 | 0.157 | 250 | - |
[state kept, by name (all words and copies together), names as in the netlist]
signal / flops
xi_arbiter.xi_sl0_arb_atom.r_grant_hist: 2
xi_arbiter.xi_sl1_arb_atom.r_grant_hist: 2
[path summary, 6_finish.rpt]
check | depth (start not counted) | endpoint | slack, ns | start
min in group asynchronous | 1 | xi_arbiter.xi_sl1_arb_atom.r_grant_hist[1] | 2.29 | i_resetb
min | 1 | xi_arbiter.xi_sl1_arb_atom.r_grant_hist[0] | 0.45 | xi_arbiter.xi_sl1_arb_atom.r_grant_hist[1]
max | 7 | o_slave_1_wdata[14] | 3.92 | i_master_1_req
max in group asynchronous | 1 | xi_arbiter.xi_sl0_arb_atom.r_grant_hist[0] | 8.97 | i_resetb
min reg2reg | 1 | xi_arbiter.xi_sl1_arb_atom.r_grant_hist[0] | 0.45 | xi_arbiter.xi_sl1_arb_atom.r_grant_hist[1]
max reg2reg | 1 | xi_arbiter.xi_sl1_arb_atom.r_grant_hist[1] | 10.75 | xi_arbiter.xi_sl1_arb_atom.r_grant_hist[0]
[metal layers]
metal / global-route usage (%) / wire (µm)
met1: 10.7 / 5910
met2: 19.5 / 8610
met3: 4.56 / 2050
met4: 0.381 / 51
met5: 0 / 0
[cells by family after synthesis]
| kind of cell | count (synthesis) | synth area share (%) |
|---|---|---|
| buffers and inverters | 23 | 7.07 |
| AND-OR/OR-AND | 15 | 2.90 |
| AND/OR/NAND/NOR | 16 | 2.57 |
| flip-flops | 4 | 3.05 |
| multiplexers | 192 | 84.4 |
[final cells by class]
cell class / instances / area share, %
Timing Repair Buffer: 399 / 53.0
Clock buffer: 3 / 0.991
Tap cell: 280 / 4.62
Inverter: 2 / 0.0991
Sequential cell: 4 / 1.35
Multi-Input combinational cell: 223 / 40.0
[report_power, final]
group | switching [mW] | total (mW) | internal [mW]
logic | 0.0876 | 0.358 | 0.270
registers | 0.000232 | 0.0148 | 0.0145
clock network | 0.00895 | 0.0533 | 0.0443
Power is estimated from default activity; no workload was simulated.
